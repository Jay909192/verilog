**./design.v**
```verilog
module packet_parser(
input clk,
input rst,
input data_valid,
input [PACKET_WIDTH - 1:0] packet_data_in,
input start_of_packet,
input end_of_packet,
output reg packet_valid_flag,
output reg [$clog2(MAX_COUNT) - 1 : 0] packet_valid_counter,
output reg packet_error_flag,
output reg [$clog2(MAX_COUNT) - 1 : 0] packet_error_counter
);
parameter PACKET_WIDTH = 32;
parameter MAX_COUNT = 4'b1111;
parameter NUMBER_OF_WORD = 5;
parameter MAX_NUMBER_OF_WORD = 3'b111;
reg [2:0] packet_word_count;
reg start_flag; 
always @(posedge clk or negedge rst)
begin 
   if(rst == 1'b0)
   begin
      start_flag <= 1'b0;
      packet_word_count <=  3'b0;
   end
   else 
   begin
      if(start_of_packet == 1'b1 && data_valid == 1'b1)
      begin
         start_flag <= 1'b1;
         packet_word_count <= 3'b1;
      end
      else if(end_of_packet == 1'b1 && data_valid == 1'b1) 
      begin 
          start_flag <= 1'b0;
          packet_word_count <= 3'b0;
      end
      else if (packet_word_count == MAX_NUMBER_OF_WORD)
      begin 
         packet_word_count <= MAX_NUMBER_OF_WORD;
      end 
      else if((packet_word_count >= NUMBER_OF_WORD - 1) && data_valid  == 1'b1)
      begin
          packet_word_count <=  packet_word_count + 1;
      end 
      else if(start_flag == 1'b1 && data_valid  == 1'b1)
      begin
          packet_word_count <= packet_word_count + 1;
      end
   end   
end 
always @(posedge clk or negedge rst)
begin 
   if(rst == 1'b0)
   begin
      packet_valid_flag <= 1'b0;
      packet_valid_counter <= 4'b0;
   end
   else 
   begin
      if(((end_of_packet == 1'b1 && packet_word_count == NUMBER_OF_WORD - 1 ) && data_valid == 1'b1) &&  packet_valid_counter <  MAX_COUNT)
      begin
         packet_valid_flag <= 1'b1;
         packet_valid_counter <=  packet_valid_counter + 1'b1 ;
      end 
      else if(((end_of_packet == 1'b1 && packet_word_count == NUMBER_OF_WORD - 1) && data_valid == 1'b1) &&  packet_valid_counter >= MAX_COUNT)
      begin
         packet_valid_flag <= 1'b1;
         packet_valid_counter <= MAX_COUNT;
      end 
      else 
      begin 
          packet_valid_flag <= 1'b0;
      end
   end   
end 
always @(posedge clk or negedge rst)
begin 
   if(rst == 1'b0)
   begin
      packet_error_flag <= 1'b0;
      packet_error_counter <= 4'b0;
   end
   else 
   begin
      if(((end_of_packet == 1'b1 && packet_word_count != NUMBER_OF_WORD - 1 ) && data_valid  == 1'b1) &&  packet_error_counter <  MAX_COUNT)
      begin
         packet_error_flag <= 1'b1;
         packet_error_counter <=  packet_error_counter + 1'b1 ;
      end 
      else if(((end_of_packet == 1'b1 && packet_word_count != NUMBER_OF_WORD - 1) && data_valid  == 1'b1) &&  packet_error_counter >=  MAX_COUNT)
      begin
         packet_error_flag <= 1'b1;
         packet_error_counter <=  MAX_COUNT;
      end 
      else 
      begin 
          packet_error_flag <= 1'b0;
      end
   end   
end 
endmodule 
```
**./run.sh**
```bash
#!/bin/bash
# OpenROAD 26Q1-2900-gdf79404cd8, Yosys 0.63+post, stock flow scripts
make -C /OpenROAD-flow-scripts/flow DESIGN_CONFIG=/design/flow/config.mk WORK_HOME=/design/flow/orfs finish
```
**./config.mk**
```make
export PLATFORM = sky130hd
export DESIGN_NAME = packet_parser
export DESIGN_NICKNAME = packet_parser
export VERILOG_FILES = /design/flow/design.v
export SDC_FILE = /design/flow/constraint.sdc
export NUM_CORES = 4
export LEC_CHECK = 1
export CORE_AREA = 10 10 71 71
export DIE_AREA = 0 0 81 81
```
**./constraint.sdc**
```tcl
current_design packet_parser

set clk_period 3.2
set clk_io_pct 0.2

create_clock -name clk0 -period $clk_period [get_ports {clk}]

set non_clock_inputs [all_inputs -no_clocks]
set_input_delay [expr $clk_period * $clk_io_pct] -clock clk0 $non_clock_inputs
set_output_delay [expr $clk_period * $clk_io_pct] -clock clk0 [all_outputs]
```
==> summary.log <==
INFO  detailed_routing routed-via-count=573
INFO  final_timing   grt_setup_unrepaired=false
INFO  pwr            leakagePower=0.400nW
INFO  setup_path     path_buffers=1
INFO  detailed_routing drc_errors=0
INFO  global_route   vias_in_the_first_global_route=526
INFO  clock_tree     ctsLongestPathBuffers=2
INFO  setup_path     critPathKind=input pin to flip-flop
INFO  final_timing   setup-tns-final=0ns
INFO  final_timing   post-route-worst-setup-slack=1.25ns
INFO  final_timing   timing.fmax=512MHz
INFO  synthesis      ys.flops=14
INFO  run            warning_count=58
INFO  place          preCtsSetupSlack=1.03ns
INFO  setup_path     cp_top_family=buffers and inverters
INFO  detailed_routing detail_route.iter0.violations=41
INFO  synthesis      syn_area_per_cell=11.2um2
INFO  clock_tree     cts.clk_slew.worst_paths=0.05ns
INFO  global_route   groute.usage.overall=0.0446
INFO  setup_path     worst-endpoint-arrival=2.08ns
INFO  synthesis      synthCells=64
INFO  synthesis      top_area_frac=0.488
INFO  synthesis      ys_chip_area=718um2
INFO  synthesis      postSynth.asyncResetShare=1.00
INFO  clock_tree     post-cts-setup-buffer-count=0
INFO  final_timing   timing.final.crit_share=0.611
INFO  final_timing   worst-slew-pin-transition=0.605ns
INFO  global_route   global_route.overflow_total=0
INFO  final_timing   timing.final.crit_period=1.95ns
INFO  synthesis      sequential_fraction_of_the_synthesis_area=0.488
INFO  final_timing   slew_headroom=0.595
INFO  setup_path     crit_slowest_cell=clkdlybuf4s50_1
INFO  floorplan      die_width=81um
INFO  floorplan      num_rows=22
INFO  final_timing   final_hold_viol_count=0
INFO  clock_tree     clock_tree.root_cell=clkbuf_8
INFO  setup_path     critPathCaptureType=flip-flop
INFO  detailed_routing ant_nets=0
INFO  clock_tree     cts_buffers=3
INFO  clock_tree     ctsResizeCount=0
INFO  detailed_routing viasPerCell=4.48
INFO  synthesis      yosys_warnings=1
INFO  pwr            power_density_over_the_cells=693nW/um2
INFO  place          placement.io_buffers=14
INFO  final_timing   fin_worst_skew=0.00439ns
INFO  place          gp_routability_congestion=0.711
INFO  min_path       hold_path_class=flip-flop to flip-flop
INFO  synthesis      largest_area_cell=dfrtp_1
INFO  run            max_cap_violations=0
INFO  place          place_hpwl=1120um
INFO  synthesis      ys_cells=64
INFO  status         run_status=complete, no violations
INFO  place          dpl_cell_area=900um2
INFO  synthesis      yosys-top-cells-area=dfrtp_1 49%, ha_1 7.0%, a31oi_1 4.4%, a21oi_1 4.2%, mux2_2 3.1%
INFO  setup_path     start_kind=input pin
INFO  floorplan      floorplan.core_area=3630um2
INFO  final_timing   final_max_slew_viol_count=0
INFO  global_route   global_route_wire_length_before_repair=2370um
INFO  clock_tree     htree_levels=1
INFO  finish         final_area=955um2
INFO  floorplan      chip_footprint=6560um2
INFO  floorplan      die_height=81um
INFO  detailed_routing first_pass_iters=4
INFO  clock_tree     cts_tree=done
INFO  setup_path     critical_path_required=3.32ns
INFO  finish         final_core_util=0.263
INFO  synthesis      flop_cell=dfrtp_1
INFO  setup_path     worstPathMaxFanout=8
INFO  setup_path     crit_path_cell_trace=clkdlybuf4s50_1 -> and4_1 -> nand4_2 -> mux2_4
INFO  global_route   grt_antenna_before_repair=0
INFO  synthesis      combined_area_of_all_synthesized_cells=718um2
INFO  synthesis      enable_flop_cells=0
INFO  finish         post_route_cells_drive_above_1_share=0.150
INFO  final_timing   setup_violations=0
INFO  finish         layout-area-overhead-vs-synth=32.9%
INFO  floorplan      num_io_pins=47
INFO  global_route   grt_max_degree=15
INFO  clock_tree     hold_buffers=0
INFO  detailed_routing detail_route.wirelength=1440um
INFO  pwr            vdd_drop_max=297uV
INFO  floorplan      fp_util=0.198
INFO  synthesis      netlist-cell-type-count=28
INFO  setup_path     crit_path_max_incr_delay=0.61ns
INFO  detailed_routing wl_per_cell=11.3um
INFO  finish         fillCellCount=381
INFO  clock_tree     cts_sinks=14
INFO  clock_tree     clk-insertion-delay-late=0.24ns
INFO  detailed_routing diodes=0
[power breakdown]
part | total, W | switching, W | leakage (nW) | internal [W]
Clock | 0.000164 | 0.0000556 | 0.0288 | 0.000109
Combinational | 0.000215 | 0.0000845 | 0.198 | 0.000131
Sequential | 0.000282 | 0.0000571 | 0.174 | 0.000225
Total | 0.000662 | 0.000197 | 0.400 | 0.000465
[final timing paths]
path	start	endpoint	slack (ns)	cells past startpoint
hold / removal	packet_valid_counter[0]	packet_valid_counter[0]	0.55	1
min in group asynchronous	rst	packet_valid_counter[1]	0.78	1
max in group asynchronous	rst	packet_error_flag	2.02	1
setup / recovery	data_valid	packet_valid_counter[3]	1.25	4
setup reg to reg	packet_word_count[0]	packet_valid_counter[3]	1.61	5
hold reg to reg	packet_valid_counter[0]	packet_valid_counter[0]	0.55	1
[through the flow]
step / instances / total power, W / hold slack, ns
2_1_floorplan: 64 / 0.000396 / 0.344
5_1_grt: 128 / 0.000719 / 0.605
3_3_place_gp: 124 / 0.000492 / 0.531
6_report: 128 / 0.000662 / 0.549
3_5_place_dp: 124 / 0.000503 / 0.544
4_1_cts: 128 / 0.000672 / 0.554
[state kept, by name, indices dropped and copies added, names as in the netlist]
register,count
start_flag,1
packet_error_flag,1
packet_word_count,3
packet_error_counter,4
packet_valid_counter,4
packet_valid_flag,1
[worst register-to-register path: stages (launching register included)]
cell	delay, ns
dfrtp_1	0.41
inv_1	0.07
ha_1	0.19
and4_1	0.36
nand4_2	0.14
mux2_4	0.30
[cells in the mapped netlist (all sizes together), types with 2 or more instances]
| cell type | count |
|---|---|
| dfrtp | 14 |
| a21oi | 7 |
| a31oi | 5 |
| nor2 | 5 |
| ha | 4 |
| inv | 3 |
| mux2 | 3 |
| nand2 | 3 |
| buf | 2 |
| nand3 | 2 |
| nor2b | 2 |
[placed cells by master (no fill, tap or decap)]
| cell type | instances |
|---|---|
| inv_1 | 3 |
| o41ai_1 | 1 |
| and3_1 | 1 |
| nand3_1 | 2 |
| o21ai_0 | 1 |
| nor2_1 | 5 |
| nor4_4 | 1 |
| nor2b_1 | 2 |
| dfrtp_1 | 14 |
| and2_2 | 1 |
| a31oi_1 | 5 |
| a21oi_2 | 1 |
| nand2_1 | 3 |
| a2bb2oi_1 | 1 |
| nand2b_1 | 1 |
| mux2_2 | 2 |
| nand4_2 | 1 |
| clkbuf_8 | 4 |
| o22a_1 | 1 |
| ha_1 | 4 |
| o21a_1 | 1 |
| mux2_4 | 1 |
| and4_1 | 1 |
| a21oi_1 | 6 |
| a22oi_1 | 1 |
| clkdlybuf4s50_1 | 14 |
| a22o_2 | 1 |
| a311oi_1 | 1 |
[per-layer routing]
metal | vias up | global-route usage | routed length (um)
met5 | - | 0 | 0
met4 | 0 | 0.00173 | 5
met3 | 2 | 0.0301 | 218
met2 | 24 | 0.0653 | 617
met1 | 277 | 0.0568 | 599
li1 | 270 | - | -
[layout make-up]
type	count	area (um2)	area share
flip-flops and latches	14	350	0.367
multi-input cells	45	338	0.354
repair buffers	14	140	0.147
well taps	48	60.1	0.0629
clock buffers	4	55.1	0.0577
inverters	3	11.3	0.0118
[logic make-up after synthesis]
| kind of cell | after synthesis | share of synthesized area |
|---|---|---|
| AND-OR/OR-AND | 20 | 0.188 |
| AND/OR/NAND/NOR | 18 | 0.160 |
| flip-flops | 14 | 0.488 |
| buffers and inverters | 5 | 0.0418 |
| adder cells (fa/ha/maj) | 4 | 0.0697 |
| multiplexers | 3 | 0.0523 |
Power and IR drop assume default switching activity.
